<file path="config.mk">
export PLATFORM = sky130hd
export DESIGN_NAME = random_num
export DESIGN_NICKNAME = random_num
export VERILOG_FILES = /design/flow/design.v
export SDC_FILE = /design/flow/constraint.sdc
export NUM_CORES = 4
export LEC_CHECK = 1
export CORE_UTILIZATION = 40
</file>
<file path="constraint.sdc">
current_design random_num

set clk_period 4.7
set clk_io_pct 0.2

create_clock -name clk0 -period $clk_period [get_ports {clk}]

set non_clock_inputs [all_inputs -no_clocks]
set_input_delay [expr $clk_period * $clk_io_pct] -clock clk0 $non_clock_inputs
set_output_delay [expr $clk_period * $clk_io_pct] -clock clk0 [all_outputs]
</file>
<file path="design.v">
module bcd7seg(
    input [3:0] b,
    output reg [6:0] h 
);
    always @(b) begin
        case(b[3:0])
            4'b0000:h=7'b0000001;
            4'b0001:h=7'b1001111;
            4'b0010:h=7'b0010010;
            4'b0011:h=7'b0000110;
            4'b0100:h=7'b1001100;
            4'b0101:h=7'b0100100;
            4'b0110:h=7'b0100000;
            4'b0111:h=7'b0001111;
            4'b1000:h=7'b0000000;
            4'b1001:h=7'b0000100;
            default:h=7'b0000001;
        endcase
    end 
endmodule
module LFshift_reg(clk,st,din,dout,rst);
    input clk;
    input st;
    input rst;
    input [7:0] din;
    output reg [7:0] dout;
    reg dcul;
    integer i;
    always @(posedge clk)begin
        case (st)
            1:begin 
                dout <= din;
                dcul <= 0;
            end 
            default: begin
                dcul<=0;
                dout<={dcul,dout[7:1]};
                dcul<=dout[4]^dout[3]^dout[2]^dout[0];
            end
        endcase
    end
endmodule 
module o_clk(clk,rst,o_clk);
    input clk;
    input rst;
    output reg o_clk;
    reg [31:0] count;
    always@(posedge clk)begin
        if (count == 32'd5000000) begin
            count <= 0;
            o_clk <=1;
        end
        else begin
            count <= count +1;
            o_clk <= 0;
        end
    end
endmodule
module random_num(st,din,clk,dout,led,seg0,seg1,rst);
    input st; 
    input [7:0] din;
    input clk;
    input rst;
    output reg [7:0] dout;
    output reg [7:0] led;
    output reg [6:0] seg0,seg1; 
    assign led=dout;
    wire i;
    LFshift_reg myreg(
        .st(st),
        .clk(i),
        .din(din),
        .dout(dout),
        .rst(rst)
    );
    o_clk myclk(
        .clk(clk),
        .o_clk(i),
        .rst(rst)
    );
    bcd7seg segA(.b(dout[7:4]),.h(seg1));
    bcd7seg segB(.b(dout[3:0]),.h(seg0));
endmodule
</file>
<file path="run.sh">
#!/bin/bash
# OpenROAD 26Q1-2900-gdf79404cd8, Yosys 0.63+post, stock flow scripts
make -C /OpenROAD-flow-scripts/flow DESIGN_CONFIG=/design/flow/config.mk WORK_HOME=/design/flow/orfs finish
</file>
==> out/metrics.yaml <==
sta:
  clock_skew_ns: 0.004777
  slew_violations: 0
  final-hold-violation-count: 0
  rsz0062_at_grt: "no"
  timing_worst_slew_pin_value_ns: 0.7706
  unconstrained_endpoints: 53
  setup_viol: 0
  slew_headroom_pct: 48.15
  layout_min_cycle_time_ns: 1.962
  fin_setup_tns_ns: 0
  max_freq_ghz: 0.5097
  unclocked_pins: 23
  fin_ws_ns: 2.738
  fin_crit_sh_pct: 41.74
cts:
  cts_tree: "done"
  insertion_delay_ns: 0.28
  postCtsSetupBuffers: 0
  cts_max_level: 2
  hold_buffers: 0
  clk_path_buf_depth: 2
  cts_made_buffers: 5
  path_clk_slew_ns: 0.06
  cts_resized: 0
  clock-root-buffer: "clkbuf_8"
routing:
  drt_wl_total_um: 4234
  antenna_left: 0
  dr.pass1.iters: 4
  antenna_cells: 0
  drtIter0Drc: 99
  drc: 0
  wl_per_cell_um: 11.73
  via_per_inst: 4.942
  vias: 1784
final_layout:
  drive_gt1_share_pct: 7.343
  fillers: 548
  syn_to_final_growth_pct: 20.62
  fin_area_um2: 2935
yosys:
  synthArstFlopShare_pct: 0
  synth_cell_types: 39
  yosys_cells: 249
  synth_flops: 56
  ys_seq_share_pct: 46.07
  netlist_area_um2: 2434
  syn_area_per_cell_um2: 9.773
  ys_warn_count: 4
  flop_cell: "dfxtp_1"
  synth_cells: 249
  edf_count: 0
  ys_area_um2: 2434
hold_path:
  min-delay-start: "myclk.count[31]"
  hold_path.class: "flip-flop to flip-flop"
placed_design:
  finalWeightedCongestion: 0.8561
  hpwlAfterDp_um: 3244
  post-place-ws_ns: 2.765
  place_area_um2: 2855
  numPortBuffers: 39
setup_path:
  crit_type: "flip-flop to flip-flop"
  crit_fanout: 6
  critPathLaunch: "myclk.count[0]"
  r2r_start: "myclk.count[0]"
  critical_path.startpoint_type: "flip-flop"
  worstPathRequired_ns: 4.92
  cp-end-kind: "flip-flop"
  arrival_ns: 2.18
flow_run:
  max_cap_violations: 0
  warning_count: 35
pwr:
  ir_drop_uv: 152.3
  power.leakage_uw: 0.001149
  power.total_uw: 515.5
  powerDensity_nw_per_um2: 175.6
global_route:
  grt_pass1_vias: 1614
  grt_max_degree: 24
  grt_pass1_wl_um: 7396
  antenna_found_initial: 0
  track_usage_pct: 14.73
  overflow: 0
die:
  die_y_um: 80
  die_area_um2: 6400
  num_rows: 28
  floorplan.core_util_pct: 41.35
  ios: 41
  coreArea_um2: 5886
  die_w_um: 80
status:
  status: "finished clean"
==> critical path, stage by stage (launching register included) <==
cell,delay [ns]
dfxtp_1,0.40
ha_1,0.23
nand3_1,0.20
or4_4,0.50
or4_4,0.43
a21oi_2,0.13
==> sequential cells by signal, indices dropped and copies added, names as in the netlist <==
register	flops
myclk.count	32
myreg.dcul	1
myreg.dout	8
seg0	7
seg1	7
myclk.o_clk	1
==> cell usage after synthesis (2+ instances only) <==
library cell	count	area share, %
dfxtp_1	56	46
xnor2_1	19	6.8
nand2_1	16	2.5
nand3_1	16	3.3
nor2_1	16	2.5
ha_1	12	6.2
inv_1	11	1.7
xor2_1	11	4.0
a21oi_1	10	2.1
buf_4	9	2.8
nand4_1	8	2.1
nor4_1	8	2.1
nor3_1	6	1.2
o21ai_0	6	1.2
and3_1	4	1.0
mux2_2	4	1.9
mux2i_1	4	1.6
nor4b_1	4	1.4
nand2b_1	3	0.77
or4_4	3	1.4
and2_1	2	0.51
and4_1	2	0.72
or3_1	2	0.51
or4_1	2	0.62
==> per-layer routing <==
metal,vias to the layer above,global-route usage (%),part of all wire [%]
li1,932,-,-
met1,796,22.90,51
met2,48,22.99,42
met3,8,2.088,5.5
met4,0,1.786,1.3
met5,-,0,0
==> power breakdown <==
part / leakage, µW / switching [µW] / total [µW] / internal (µW)
clock: 0.0000395 / 93.9 / 199 / 105
sequential: 0.000458 / 0 / 281 / 281
combinational: 0.000651 / 18.5 / 35.7 / 17.1
==> layout make-up <==
| cell class | count | area (µm²) | share of cell area [%] |
|---|---|---|---|
| inverters | 12 | 45.04 | 1.535 |
| flip-flops and latches | 56 | 1121 | 38.19 |
| multi-input cells | 170 | 1197 | 40.79 |
| repair buffers | 40 | 397.9 | 13.55 |
| clock buffers | 8 | 80.08 | 2.728 |
| well taps | 75 | 93.84 | 3.197 |
==> stage by stage <==
step / cells / util, % / hold slack (ns)
2_1_floorplan: 249 / - / 0.4351
3_3_place_gp: 353 / 48.51 / 0.4693
3_5_place_dp: 353 / 48.51 / 0.4720
4_1_cts: 361 / 49.87 / 0.4862
5_1_grt: 361 / 49.87 / 0.5044
6_report: 361 / 49.87 / 0.4824
==> cell families after synthesis <==
group | Yosys count | share of synthesized area [%]
flip-flops | 56 | 46.07
multiplexers | 8 | 3.496
AND/OR/NAND/NOR | 100 | 23.96
buffers and inverters | 23 | 4.986
XOR/XNOR | 30 | 10.80
AND-OR/OR-AND | 20 | 4.525
adder cells (fa/ha/maj) | 12 | 6.170
==> path summary, 6_finish.rpt <==
path / to / slack, ns / cells past startpoint
min reg2reg: myclk.count[31] / 0.48 / 1
min: myclk.count[31] / 0.48 / 1
max reg2reg: myclk.count[22] / 2.74 / 5
max: myclk.count[22] / 2.74 / 5
==> cells in the final DEF (no fill, tap or decap), types with 3 or more instances in the layout <==
master | netlist | routed
nor2_1 | 16 | 16
nor3_1 | 6 | 6
o21ai_0 | 6 | 6
nor4_1 | 8 | 7
nand4_1 | 8 | 8
clkbuf_8 | 0 | 5
inv_1 | 11 | 11
ha_1 | 12 | 12
clkdlybuf4s50_1 | 0 | 39
and3_1 | 4 | 4
a21oi_1 | 10 | 10
xnor2_1 | 19 | 19
dfxtp_1 | 56 | 56
nand2_1 | 16 | 16
nor4b_1 | 4 | 4
xor2_1 | 11 | 11
mux2_2 | 4 | 4
or4_4 | 3 | 3
clkbuf_1 | 1 | 3
nand3_1 | 16 | 16
nand2b_1 | 3 | 3
mux2i_1 | 4 | 4
Power figures rest on the tool's default switching activity, not on a simulated workload.
