==> constraint.sdc <==
current_design top

set clk_period 11.1
set clk_io_pct 0.2

create_clock -name clk0 -period $clk_period

set non_clock_inputs [all_inputs -no_clocks]
set_input_delay [expr $clk_period * $clk_io_pct] -clock clk0 $non_clock_inputs
set_output_delay [expr $clk_period * $clk_io_pct] -clock clk0 [all_outputs]
==> run.sh <==
#!/bin/bash
# OpenROAD 26Q1-2900-gdf79404cd8, Yosys 0.63+post, stock flow scripts
make -C /OpenROAD-flow-scripts/flow DESIGN_CONFIG=/design/flow/config.mk WORK_HOME=/design/flow/orfs finish
==> design.v <==
module top(button,a,b,s,out_c,zero,overflow,in,segA,segB,segC,segD,segE,segF,segG,segH);
    input [2:0] button;
    input [4:0] a; 
    input [4:0] b;
    output reg [4:0] s; 
    output reg out_c; 
    output reg zero;  
    output reg overflow; 
    output reg [9:0] in; 
    assign in[9]=a[4];
    assign in[8]=b[4];
    assign in[7:4]=a[3:0];
    assign in[3:0]=b[3:0];
    output reg [6:0] segA; 
    output reg [6:0] segB; 
    output reg [6:0] segC; 
    output reg [6:0] segD; 
    output reg [6:0] segE; 
    output reg [6:0] segF; 
    output reg [6:0] segG; 
    output reg [6:0] segH; 
    reg [6:0] show_result;
    function [6:0] seg_led;
        input [3:0] x;
        begin
            case(x)
                0:seg_led=7'b0000001;
                1:seg_led=7'b1001111;
                2:seg_led=7'b0010010;
                3:seg_led=7'b0000110;
                4:seg_led=7'b1001100;
                5:seg_led=7'b0100100;
                6:seg_led=7'b0100000;
                7:seg_led=7'b0001111;
                8:seg_led=7'b0000000;
                default:seg_led=7'b0000100;    
            endcase
        end
    endfunction
    always @(button or a or b ) begin
        case(button)
         0:begin
            {out_c,s}=a+b;
            overflow=(a[3]==b[3])&&(s[3]==a[3]);
            zero = ~(|s);
            if (b[4]==0) segC=7'b1111111;
            else segC=7'b1111110;
            if (s[4]==0) segF=7'b1111111;
            else segF=7'b1111110;
            if(a[3:0]>=10)begin
                segA=seg_led(a[3:0]/10);
                segB=seg_led((a[3:0]-10)%10);  
            end
            else begin 
                segA=seg_led(0);
                segB=seg_led(a[3:0]);
            end
            if(b[3:0]>=10)begin
                segD=seg_led(b[3:0]/10);
                segE=seg_led((b[3:0]-10)%10);  
            end
            else begin 
                segD=seg_led(0);
                segE=seg_led(b[3:0]);
            end
            if(s[3:0]>=10)begin
                segG=seg_led(s[3:0]/10);
                segH=seg_led((s[3:0]-10)%10);  
            end
            else begin 
                segG=seg_led(0);
                segH=seg_led(s[3:0]);
            end
         end
        1:begin
            integer i;
            integer diff_b;
            diff_b[4:0]=b;
            for (i=0;i<=3;i=i+1) begin
                diff_b[i]=~diff_b[i];
            end
            diff_b=diff_b+1;
            if(a==0&&diff_b[3:0]==0) begin
                out_c=0;s=0;
            end
            else if(a!=0&&diff_b[3:0]==0)
                {out_c,s}=a+diff_b[4:0];
            else begin 
                {out_c,s}=a+diff_b[4:0];
                if (s[4]==1) begin
                    for (i=0;i<=3;i=i+1) begin 
                        s[i]=~s[i];
                    end
                    s=s+1;
                end
            end
            overflow=(a[3]==b[3])&&(s[3]==a[3]);
            zero = ~(|s);
            if (b[4]==0) segC=7'b1111111;
            else segC=7'b1111110;
            if (s[4]==0) segF=7'b1111111;
            else segF=7'b1111110;
            if(a[3:0]>=10)begin
                segA=seg_led(a[3:0]/10);
                segB=seg_led((a[3:0]-10)%10);  
            end
            else begin 
                segA=seg_led(0);
                segB=seg_led(a[3:0]);
            end
            if(b[3:0]>=10)begin
                segD=seg_led(b[3:0]/10);
                segE=seg_led((b[3:0]-10)%10);  
            end
            else begin 
                segD=seg_led(0);
                segE=seg_led(b[3:0]);
            end
            if(s[3:0]>=10)begin
                segG=seg_led(s[3:0]/10);
                segH=seg_led((s[3:0]-10)%10);  
            end
            else begin 
                segG=seg_led(0);
                segH=seg_led(s[3:0]);   
            end
        end
        2:begin
            s[3:0]=~a[3:0];
            out_c=0;
            zero=0;
            overflow=0;
            segC=7'b1111111;
            segF=7'b1111111;
            if(a[3:0]>10)begin
                segA=seg_led(a[3:0]/10);
                segB=seg_led((a[3:0]-10)%10);  
            end
            else begin 
                segA=seg_led(0);
                segB=seg_led(a[3:0]);
            end       
            if(s[3:0]>10)begin
                segG=seg_led(s[3:0]/10);
                segH=seg_led((s[3:0]-10)%10);  
            end
            else begin 
                segG=seg_led(0);
                segH=seg_led(s[3:0]);
            end 
        end
        3:begin
            s=a&b;
            out_c=0;
            zero=0;
            overflow=0;   
            if (b[4]==0) segC=7'b1111111;
            else segC=7'b1111110;
            if (s[4]==0) segF=7'b1111111;
            else segF=7'b1111110;
            if(a[3:0]>=10)begin
                segA=seg_led(a[3:0]/10);
                segB=seg_led((a[3:0]-10)%10);  
            end
            else begin 
                segA=seg_led(0);
                segB=seg_led(a[3:0]);
            end
            if(b[3:0]>=10)begin
                segD=seg_led(b[3:0]/10);
                segE=seg_led((b[3:0]-10)%10);  
            end
            else begin 
                segD=seg_led(0);
                segE=seg_led(b[3:0]);
            end
            if(s[3:0]>=10)begin
                segG=seg_led(s[3:0]/10);
                segH=seg_led((s[3:0]-10)%10);  
            end
            else begin 
                segG=seg_led(0);
                segH=seg_led(s[3:0]);   
            end
        end
        4:begin
            s=a | b;
            out_c=0;
            zero=0;
            overflow=0;
            if (b[4]==0) segC=7'b1111111;
            else segC=7'b1111110;
            if (s[4]==0) segF=7'b1111111;
            else segF=7'b1111110;
            if(a[3:0]>=10)begin
                segA=seg_led(a[3:0]/10);
                segB=seg_led((a[3:0]-10)%10);  
            end
            else begin 
                segA=seg_led(0);
                segB=seg_led(a[3:0]);
            end
            if(b[3:0]>=10)begin
                segD=seg_led(b[3:0]/10);
                segE=seg_led((b[3:0]-10)%10);  
            end
            else begin 
                segD=seg_led(0);
                segE=seg_led(b[3:0]);
            end
            if(s[3:0]>=10)begin
                segG=seg_led(s[3:0]/10);
                segH=seg_led((s[3:0]-10)%10);  
            end
            else begin 
                segG=seg_led(0);
                segH=seg_led(s[3:0]);   
            end      
        end
        5:begin
            s=a ^ b;
            out_c=0;
            zero=0;
            overflow=0;
            if (b[4]==0) segC=7'b1111111;
            else segC=7'b1111110;
            if (s[4]==0) segF=7'b1111111;
            else segF=7'b1111110;
            if(a[3:0]>=10)begin
                segA=seg_led(a[3:0]/10);
                segB=seg_led((a[3:0]-10)%10);  
            end
            else begin 
                segA=seg_led(0);
                segB=seg_led(a[3:0]);
            end
            if(b[3:0]>=10)begin
                segD=seg_led(b[3:0]/10);
                segE=seg_led((b[3:0]-10)%10);  
            end
            else begin 
                segD=seg_led(0);
                segE=seg_led(b[3:0]);
            end
            if(s[3:0]>=10)begin
                segG=seg_led(s[3:0]/10);
                segH=seg_led((s[3:0]-10)%10);  
            end
            else begin 
                segG=seg_led(0);
                segH=seg_led(s[3:0]);   
            end
        end
        6:begin
            zero=0;
            overflow=0;
            out_c=0;
            if(a[4]==b[4]&&a[4]==0)begin
                if (a<b) s=1;
                else s=0;
            if (b[4]==0) segC=7'b1111111;
            else segC=7'b1111110;
            if (s[4]==0) segF=7'b1111111;
            else segF=7'b1111110;
            if(a[3:0]>=10)begin
                segA=seg_led(a[3:0]/10);
                segB=seg_led((a[3:0]-10)%10);  
            end
            else begin 
                segA=seg_led(0);
                segB=seg_led(a[3:0]);
            end
            if(b[3:0]>=10)begin
                segD=seg_led(b[3:0]/10);
                segE=seg_led((b[3:0]-10)%10);  
            end
            else begin 
                segD=seg_led(0);
                segE=seg_led(b[3:0]);
            end
            if(s[3:0]>=10)begin
                segG=seg_led(s[3:0]/10);
                segH=seg_led((s[3:0]-10)%10);  
            end
            else begin 
                segG=seg_led(0);
                segH=seg_led(s[3:0]);   
            end
            end
            else if(a[4]==b[4]&&a[4]==1)begin
                if(a<b) s=0; 
                else s=1;
            if (b[4]==0) segC=7'b1111111;
            else segC=7'b1111110;
            if (s[4]==0) segF=7'b1111111;
            else segF=7'b1111110;
            if(a[3:0]>=10)begin
                segA=seg_led(a[3:0]/10);
                segB=seg_led((a[3:0]-10)%10);  
            end
            else begin 
                segA=seg_led(0);
                segB=seg_led(a[3:0]);
            end
            if(b[3:0]>=10)begin
                segD=seg_led(b[3:0]/10);
                segE=seg_led((b[3:0]-10)%10);  
            end
            else begin 
                segD=seg_led(0);
                segE=seg_led(b[3:0]);
            end
            if(s[3:0]>=10)begin
                segG=seg_led(s[3:0]/10);
                segH=seg_led((s[3:0]-10)%10);  
            end
            else begin 
                segG=seg_led(0);
                segH=seg_led(s[3:0]);   
            end
            end
            else if(a[4]!=b[4])begin
                if(a<b) s=0;
                else s=1;
            if (b[4]==0) segC=7'b1111111;
            else segC=7'b1111110;
            if (s[4]==0) segF=7'b1111111;
            else segF=7'b1111110;
            if(a[3:0]>=10)begin
                segA=seg_led(a[3:0]/10);
                segB=seg_led((a[3:0]-10)%10);  
            end
            else begin 
                segA=seg_led(0);
                segB=seg_led(a[3:0]);
            end
            if(b[3:0]>=10)begin
                segD=seg_led(b[3:0]/10);
                segE=seg_led((b[3:0]-10)%10);  
            end
            else begin 
                segD=seg_led(0);
                segE=seg_led(b[3:0]);
            end
            if(s[3:0]>=10)begin
                segG=seg_led(s[3:0]/10);
                segH=seg_led((s[3:0]-10)%10);  
            end
            else begin 
                segG=seg_led(0);
                segH=seg_led(s[3:0]);   
            end
            end
        end
        7:begin
            if(a==b) s=1;
            else s=0;
            zero=0;
            overflow=0;
            out_c=0;
            if (b[4]==0) segC=7'b1111111;
            else segC=7'b1111110;
            if (s[4]==0) segF=7'b1111111;
            else segF=7'b1111110;
            if(a[3:0]>=10)begin
                segA=seg_led(a[3:0]/10);
                segB=seg_led((a[3:0]-10)%10);  
            end
            else begin 
                segA=seg_led(0);
                segB=seg_led(a[3:0]);
            end
            if(b[3:0]>=10)begin
                segD=seg_led(b[3:0]/10);
                segE=seg_led((b[3:0]-10)%10);  
            end
            else begin 
                segD=seg_led(0);
                segE=seg_led(b[3:0]);
            end
            if(s[3:0]>=10)begin
                segG=seg_led(s[3:0]/10);
                segH=seg_led((s[3:0]-10)%10);  
            end
            else begin 
                segG=seg_led(0);
                segH=seg_led(s[3:0]);   
            end
        end
        endcase
    end
endmodule
==> config.mk <==
export PLATFORM = sky130hd
export DESIGN_NAME = top
export DESIGN_NICKNAME = top
export VERILOG_FILES = /design/flow/design.v
export SDC_FILE = /design/flow/constraint.sdc
export NUM_CORES = 4
export LEC_CHECK = 1
export CORE_UTILIZATION = 50
export SYNTH_MEMORY_MAX_BITS = 65536
==> impl_metrics.ini <==
; flow metrics
[outcome]
status = finished, final reports clean

[floorplanning]
io_pins = 87
fp.dieW_um = 122
placement_rows = 43
fp_util_pct = 51.6
core_um2 = 14000
fp.dieH_um = 122
chip_area_um2 = 14900

[run]
tool_warnings = 133
maxCapViolations = 0

[synthesis]
top_area_share_pct = 26.0
yosys_area_um2 = 7220
syn_area_um2 = 7220
ys_cells = 1000
edf_count = 0
ys_ff = 31
top_cells_by_count = ha_1 (150), nor2_1 (96), nand2_1 (83)
syn-mean-instance-area_um2 = 7.22
yosysWarnings = 32
synth.largest_area_cell = ha_1
async_flop_share_pct = 0
flop_cell = dlxtn_1
top_cell = ha_1
synth_cells = 1000
synth.distinct_cells = 89
top_cells_by_area = ha_1 (26%), dlxtn_1 (6.4%), a21oi_1 (5.3%), nor2_1 (5.0%), o21ai_0 (4.6%)

[grt]
grt_max_degree = 30
antenna_found_initial = 0
grt_pass1_vias = 6442
grtUsageTotal_pct = 28.6
grt_first_pass_wirelength_um = 33400
grt_overflow_total = 0

[routing]
ant_nets = 0
drc = 0
viasPerCell = 5.95
firstDrtPassIters = 5
initialDrtViolationCount = 479
wl_per_cell_um = 17.1
n_antenna_cell = 0
wirelength_um = 20600
vias = 7170

[placed_design]
place_worst_setup_slack_ps = 1930
place_inst = 1206
gp_congestion = 0.999
dp_hpwl_um = 16600
io_buffers = 66

[timing]
timing.slew.headroom_pct = 44.5
untimed_endpoints = 71
period_needed_ps = 9260
period_used_pct = 83.4
tightest_slew_ps = 809
setup_tns_ps = 0
unclocked_regs = 31
worst_slack_ps = 1840
rsz0062_at_grt = false
setup_viol = 0
hold_viol = 0
maxSlewViolCount = 0
fmax_ghz = 0.108

[worst_hold_path]
hold_class = primary input to output pin
min_delay_worst_endpoint = in[8]
holdCritStartpoint = b[4]
hold_depth = 2

[power_and_ir_drop]
p_per_area_nw_per_um2 = 102
comb_power_share_pct = 99.1
switching_share_pct = 61.7
netSwitchingPower_w = 0.000494
leakagePower_nw = 3.50
pwr-share-clk_pct = 0
p_seq_share_pct = 0.9
intPower_w = 0.000306
ir_drop_uv = 73.2

[cells_and_area]
area_delta_synth_final_pct = 8.42
drive_gt1_share_pct = 4.48
final_cells = 1206

[critical_path]
critPathKind = primary input to output pin
arrival_ps = 7040
path_max_fanout = 16
endpoint_kind = output pin
start_kind = primary input
required_ps = 8880

[clock_tree]
holdBufCountCts = 0
cts_resized = 0
cts_setup_buffers = 0
kinds of logic after synthesis:
| family | share of synthesized area (%) |
|---|---|
| simple gates | 19.8 |
| xor+xnor | 2.36 |
| latches | 6.45 |
| fa+ha+maj | 26.8 |
| mux | 3.29 |
| buf+inv | 9.62 |
| compound gates | 31.5 |
| other cells | 0.104 |
registers in the layout, summed over array words and instances, names as in the netlist:
| register | flops |
|---|---|
| segC | 1 |
| segD | 1 |
| segA | 1 |
| segH | 7 |
| segB | 7 |
| segF | 1 |
| segE | 7 |
| s | 5 |
| segG | 1 |
metal layers:
| layer | track usage, % | wire, µm | up-vias |
|---|---|---|---|
| met4 | 6.78 | 541 | 0 |
| met1 | 41.8 | 9740 | 3269 |
| met2 | 45.4 | 9110 | 235 |
| met3 | 2.62 | 1190 | 38 |
| met5 | 0 | 0 | - |
| li1 | - | - | 3628 |
worst max-delay path: stages:
cell and delay (ps):
clkdlybuf4s50_1 870, inv_1 400, ha_1 790, inv_1 470
ha_1 400, o2111ai_1 110, o311a_1 600, ha_1 390
nand4_1 140, o31ai_1 110, clkdlybuf4s50_1 510
power by group through the flow:
stage     Clock, W  Sequential [W]  Combinational [W]
5_1_grt          0      0.00000751           0.000883
6_report         0      0.00000741           0.000793
4_1_cts          0      0.00000743           0.000785
cell usage in the layout, fill, tap and decap left out, types with 28 or more instances in the layout:
cell             count
nand2_1             83
clkdlybuf4s50_1     66
conb_1              28
ha_1               150
o21ai_0             66
inv_1               66
dlxtn_1             31
nand3_1             28
nor2_1              96
a21oi_1             76
per-stage QoR:
stage / hold slack (ps) / total power (W) / util, % / cell area [µm²]
floorplan: 4510 / 0.000623 / - / 7320
global route: 5500 / 0.000891 / 56.0 / 7830
finish: 5430 / 0.000800 / 56.0 / 7830
detailed placement: 5440 / 0.000788 / 56.0 / 7830
global placement: 5450 / 0.000798 / 56.0 / 7830
CTS: 5450 / 0.000792 / 56.0 / 7830
layout make-up:
type	instances	area, µm²
inverter	71	267
multi-input combinational	851	6160
timing repair buffer	73	713
tap	180	225
sequential	31	465
fill	1391	6160
how the worst max path moves through the flow:
stage	from	to	slack, ps	cells past startpoint
5_1_grt	a[0]	zero	1530	11
6_report	a[0]	zero	1840	11
4_1_cts	a[0]	zero	1910	11
No activity file was given, so power comes from the tool's default toggle rates.
