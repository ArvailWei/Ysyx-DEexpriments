[flow/run.sh]
#!/bin/bash
# OpenROAD 26Q1-2900-gdf79404cd8, Yosys 0.63+post, stock flow scripts
make -C /OpenROAD-flow-scripts/flow DESIGN_CONFIG=/design/flow/config.mk WORK_HOME=/design/flow/orfs finish
[flow/config.mk]
export PLATFORM = sky130hd
export DESIGN_NAME = ps2_keyboard
export DESIGN_NICKNAME = ps2_keyboard
export VERILOG_FILES = /design/flow/design.v
export SDC_FILE = /design/flow/constraint.sdc
export NUM_CORES = 4
export LEC_CHECK = 1
export CORE_UTILIZATION = 40
[flow/constraint.sdc]
current_design ps2_keyboard

set clk_period 5.9
set clk_io_pct 0.2

create_clock -name clk0 -period $clk_period [get_ports {clk}]

set non_clock_inputs [all_inputs -no_clocks]
set_input_delay [expr $clk_period * $clk_io_pct] -clock clk0 $non_clock_inputs
set_output_delay [expr $clk_period * $clk_io_pct] -clock clk0 [all_outputs]
[flow/design.v]
module ps2_keyboard(clk,clrn,ps2_clk,ps2_data,data,ready,nextdata,overflow);
    input clk,clrn;               
    input ps2_clk,ps2_data;      
    input nextdata;              
    output [7:0] data;           
    output reg ready;            
    output reg overflow;         
    reg [9:0] buffer;             
    reg [7:0] fifo[7:0] ;        
    reg [2:0] w_ptr,r_ptr;       
    reg [3:0] count;             
    reg [2:0] ps2_clk_sync;      
    always @(posedge clk)begin
        ps2_clk_sync <= {ps2_clk_sync[1:0],ps2_clk}; 
    end
    wire sampling = ps2_clk_sync[2] & ~ps2_clk_sync[1];
    always @(posedge clk) begin
        if (clrn == 0) begin
            count <= 0; w_ptr <= 0; r_ptr <= 0;overflow <= 0;ready <= 0;
        end
        else begin
            if (ready) begin
                if (nextdata == 1'b0)
                begin 
                    r_ptr <= r_ptr + 3'b1;
                    if (w_ptr == (r_ptr +1'b1))
                        ready <= 1'b0;
                end
            end
            if(sampling) begin
                if(count==4'd10)begin
                    if ((buffer[0]==0) &&               
                        (ps2_data)     &&               
                        (^buffer[9:1])) begin           
                        fifo[w_ptr] <= buffer[8:1];     
                        w_ptr <= w_ptr +3'b1;           
                        ready <= 1'b1;                  
                        overflow <= overflow | (r_ptr == (w_ptr +3'b1)); 
                    end
                    count <= 0;                          
                end
                else begin
                    buffer[count] <= ps2_data;           
                    count <= count +3'b1;
                end
            end
        end
    end
    assign data = fifo[r_ptr];                           
endmodule
==> out/results.ini <==
[routing]
ant_nets=0
n_antenna_cell=0
vias=2039
drt-initial-drc-count=74
routed_wl_microns=6900
first_pass_iters=4
avgViaCountPerCell=5.11
wl_per_cell_microns=17.3
drc_errors=0

[cts]
post_cts_buffers=0
path_clk_slew_ns=0.09
numCtsBuffers=9
htreeDepth=3
cts_tree=done
clock-sinks=92
cts_hold_buf=0
clockBufferDepth=2
clk-insertion-delay-late_ns=0.35
cts_resized=0
clock-root-buffer=clkbuf_8

[power]
p_per_area_nw_per_um2=260
power_w=0.00115
peakVddDrop_uv=185
p_leak_nw=1.47

[timing]
rsz0062_at_grt=false
worst_pin_slew_ns=0.808
fin_crit_sh_pct=59.6
fin_crit_ns=3.52
setup_violations=0
slew_viol_final=0
finalHoldViolCount=0
slew_headroom_pct=46.0
fin_skew_ns=0.0139
tns_ns=0
fmax_ghz=0.284

[layout]
syn_to_final_growth_pct=12.0
flop_area_sq_um=2580
layout.area.comb_sq_um=1310
fillers=810
final_cells=399
drive_gt1_share_pct=18.5
finalInstanceArea_sq_um=4420
fin_util_pct=47.0

[floorplanning]
die.size.y_microns=101
die_x_microns=101
rows=35
fp-utilization_pct=42.0
ios=15
coreArea_sq_um=9420
die_area_sq_um=10300

[critical_path]
slowest_stage=dfxtp_1
path_cells=mux4_2 -> mux2_2 -> clkdlybuf4s50_1
cpPeakStageDelay_ns=0.85
crit_type=register to primary output
cp.arrival_ns=2.34
critPathMaxFanout=16
worstSetupEndpointType=primary output
required_ns=4.72
worstSetupStartpointType=register

[placement]
postPlaceCellArea_sq_um=4230
hpwl_microns=4720
routabilityCongestion=0.774
port_buffers=14
dp.cells=383

[synth]
synth_area_per_cell_sq_um=16.0
async_flop_share_pct=0
edf_count=74
synth_chip_area_sq_um=3950
ys.warnings.count=1
ys_types=42
flop_cell=edfxtp_1
ys_cells=247
top_area_share_pct=56.3
ys_ff=92
syn_area_sq_um=3950
area_leaders=edfxtp_1 (56%), dfxtp_1 (9.1%), mux4_2 (9.1%), mux2_2 (2.6%), ha_1 (2.5%)
synth_top_cell_by_area=edfxtp_1
syn_inst=247
yosys.stat.seqShare_pct=65.4

[flow_run]
max_cap_violations=0
warnings=30

[hold_path]
hp-class=register to register

[global_route]
grt_util_met2_pct=24.6
grt_util_met3_pct=7.77
grt_first_pass_wirelength_microns=11300
overflow=0
grt_pass1_vias=2129
busiest_layer=met2
met1_usage_pct=22.6
grt_max_degree=17
grt_usage_pct=15.9
antenna_found_initial=0

[status]
status=completed

[stage by stage]
| stage | hold WS [ns] | setup WS [ns] |
|---|---|---|
| floorplan | 0.310 | 2.98 |
| global placement | 0.313 | 2.37 |
| detailed placement | 0.312 | 2.30 |
| CTS | 0.335 | 2.34 |
| global route | 0.344 | 2.25 |
| finish | 0.334 | 2.38 |
[worst max-delay path, delay by kind of cell (launching register included)]
family	cells	cell delay (ns)
DFF	1	0.85
muxes	2	0.73
buffers and inverters	1	0.41
[registers in the layout (all words and copies together) (netlist names), named ones only]
signal        cells
r_ptr             3
buffer           10
fifo             64
ready             1
ps2_clk_sync      3
count             4
overflow          1
w_ptr             3
[power by group]
part | total (W) | leakage, nW | internal (W) | switching (W)
registers | 0.000706 | 0.813 | 0.000698 | 0.00000721
logic | 0.0000328 | 0.554 | 0.0000154 | 0.0000175
clock network | 0.000414 | 0.0993 | 0.000200 | 0.000214
total | 0.00115 | 1.47 | 0.000914 | 0.000239
[layout by cell type (no fill, tap or decap), types with 5 or more instances in the layout]
cell	instances
dfxtp_1	18
inv_1	6
mux4_2	16
xnor2_1	7
ha_1	8
clkbuf_8	9
a21oi_1	6
clkdlybuf4s50_1	14
a22o_1	7
edfxtp_1	74
nand2_1	18
nor2_1	17
nand3_1	5
xor2_1	7
mux2_2	9
[worst paths after layout]
check	from	end	slack [ns]	cells after the start
max	register	data[0]	2.38	3
min	ps2_clk_sync[0]	ps2_clk_sync[1]	0.33	0
min reg2reg	ps2_clk_sync[0]	ps2_clk_sync[1]	0.33	0
max reg2reg	buffer[5]	fifo[4][0]	3.13	5
[kinds of logic (layout without fill, tap and decap cells)]
logic type | Yosys count | in the layout | synth area share [%]
flip-flops | 92 | 92 | 65.4
AND/OR/NAND/NOR | 66 | 66 | 9.31
XOR/XNOR | 16 | 16 | 4.34
AND-OR/OR-AND | 20 | 20 | 3.55
buffers and inverters | 15 | 38 | 1.55
adder cells (fa/ha/maj) | 8 | 8 | 2.53
multiplexers | 30 | 30 | 13.3
[layout make-up]
cell class / instances / share of cell area, %
clock buffer: 10 / 2.88
clock inverter: 6 / 1.56
inverter: 6 / 0.509
multi-input combinational: 140 / 29.5
sequential: 92 / 58.4
tap: 129 / 3.65
timing repair buffer: 16 / 3.51
[per-layer routing]
| layer | vias up | share of wire [%] |
|---|---|---|
| li1 | 972 | - |
| met1 | 993 | 43 |
| met2 | 69 | 48 |
| met3 | 5 | 8.2 |
| met4 | 0 | 0.80 |
| met5 | - | 0 |
[cells in the mapped netlist, types with 2 or more instances]
cell type,count
clkbuf_1,3
a21oi_1,6
o21ai_1,2
mux2_2,9
inv_1,6
or3_1,2
mux4_2,16
nor2_1,17
buf_2,4
o21ai_0,2
nand2_1,18
buf_1,2
or2_1,2
nor2b_1,4
nand3b_1,2
mux2i_1,2
mux2_1,2
and2_1,2
xor2_1,7
a22o_1,7
ha_1,8
nand2b_1,2
xnor2_1,7
and3_1,2
edfxtp_1,74
nand3_1,5
nor3_1,2
dfxtp_1,18
Power figures rest on the tool's default switching activity, not on a simulated workload.
